[flow/run.sh]
#!/bin/bash
# OpenROAD 26Q1-2900-gdf79404cd8, Yosys 0.63+post, stock flow scripts
make -C /OpenROAD-flow-scripts/flow DESIGN_CONFIG=/design/flow/config.mk WORK_HOME=/design/flow/orfs finish
[flow/config.mk]
export PLATFORM = sky130hd
export DESIGN_NAME = APB_Keyboard
export DESIGN_NICKNAME = APB_Keyboard
export VERILOG_FILES = /design/flow/design.v
export SDC_FILE = /design/flow/constraint.sdc
export NUM_CORES = 4
export LEC_CHECK = 1
export CORE_UTILIZATION = 50
[flow/constraint.sdc]
current_design APB_Keyboard

set clk_period 3.5
set clk_io_pct 0.2

create_clock -name clk0 -period $clk_period [get_ports {clk}]

set non_clock_inputs [all_inputs -no_clocks]
set_input_delay [expr $clk_period * $clk_io_pct] -clock clk0 $non_clock_inputs
set_output_delay [expr $clk_period * $clk_io_pct] -clock clk0 [all_outputs]
[flow/design.v]
module APB_Keyboard(input wire clk,rst_n,
                    input wire[3:0] col_in,
                    output wire[3:0] row,
                    output wire[31:0] PRDATA,
                    output wire KeyboardINT);
    wire[15:0] keyn;
    wire[15:0] key;
    wire[3:0] col_out;
    wire[1:0] hi;
    wire row_rdy;
    reg[15:0] KeyINT;
    KeyToCol KeyToCol(
        .clk      (clk),
        .rst_n    (rst_n),
        .col_in   (col_in),
        .row      (row),
        .col_out  (col_out),
        .hi       (hi),
        .row_rdy  (row_rdy),
        .row_old  (keyn)
    );
    always @(posedge clk or negedge rst_n) begin
        if(!rst_n)begin
            KeyINT <= 16'b0;
        end
        else if(KeyboardINT)begin
            case(hi)
                2'b00: KeyINT  [3:0] <= col_out;
                2'b01: KeyINT  [7:4] <= col_out;
                2'b10: KeyINT [11:8] <= col_out;
                2'b11: KeyINT[15:12] <= col_out;
            endcase
        end
    end
    assign KeyboardINT = row_rdy&(|(~col_out));
    assign PRDATA = {KeyINT,key};
    assign key = ~keyn;
endmodule
module KeyToCol(input wire clk,rst_n,
                input wire[3:0] col_in,
                output reg[3:0] row,col_out,
                output reg[1:0] hi,
                output wire row_rdy,
                output reg[15:0] row_old);
    reg[19:0] cnt;
    reg[3:0] col1,col2;
    reg[1:0] rowcnt;
    reg rowcnt1;
    reg sa_clk;
    wire[1:0] comb_hi;
    wire[3:0] col;
    always @(posedge clk or negedge rst_n) begin
        if(!rst_n)begin
            cnt <= 20'd0;
            rowcnt1 <= 1'b1;
            sa_clk <= 1'b0;
        end
        else begin
            rowcnt1 <= rowcnt[1];
            if(cnt >= 20'd124)begin  
            cnt <= 20'd0;
            sa_clk <= ~sa_clk;
            end
            else begin
            cnt <= cnt+1'b1;
            end
        end
    end
    always @(posedge sa_clk or negedge rst_n)begin
        if(!rst_n)begin
            col1 <= 4'b1111;
            col2 <= 4'b1111;
            rowcnt <=2'b10;
        end
        else begin
            rowcnt <= rowcnt+1'b1;
            col1 <= col2;
            col2 <= col_in;
        end
    end
    always @(posedge rowcnt[1] or negedge rst_n)begin
        if(!rst_n)begin
            row <= 4'b1110;
            col_out <= 4'b1111;
            hi <= 2'b00;
            row_old <= 16'hffff;
        end
        else begin
            row <= {row[2:0],row[3]};
            hi <= comb_hi;
            case(comb_hi)
                2'b00:begin
                    col_out <= ~((~col)&row_old[3:0]);
                    row_old[3:0] <= col;
                end
                2'b01:begin
                    col_out <= ~((~col)&row_old[7:4]);
                    row_old[7:4] <= col;
                end
                2'b10:begin
                    col_out <= ~((~col)&row_old[11:8]);
                    row_old[11:8] <= col;
                end
                2'b11:begin
                    col_out <= ~((~col)&row_old[15:12]);
                    row_old[15:12] <= col;
                end
            endcase
        end
    end
    assign row_rdy = rowcnt[1]&(~rowcnt1);
    assign comb_hi = {~(row[3]&row[2]),~(row[3]&row[1])};
    assign col = col1|col2;
endmodule
==> changes_impl.md <==
## Flow update

- Status: complete, no violations
- Antenna Cells: 0
- FP Core Util: 0.526
- Total die size: about 5800 µm²
- First-pass GRT wire length: 7850 µm
- Endpoints left unconstrained: about 57
- Worst path bufs/invs: 1
- Row cnt: 26
- RSZ-0062 raised after global routing: no
- Min Tclk post-route: between 2 and 2.5 ns
- FFs w/ async S/R, synth: 1.00
- Uppermost layer routed: met4
- TritonCTS Buffers: 5
- Slew Limit Fails: 0
- Synth unique cells: 28
- DRT Pass-1 Iters: 4
- Final TNS setup: 0 ns
- Pwr per Cell Area: approximately 270 nW/µm²
- R2r setup slk: ~2.0 ns
- Mapped Area: about 2700 µm²
- Overflow after GRT: 0
- Synth Seq Share: 0.691
- CTS root buffer: clkbuf_8
- Cell area after placement: between 3000 and 4000 µm²
- Longest Clk Path Bufs: 2
- Core box area: 5200 µm²
- Number of antenna violations at the first check in global routing: 0
- Filler cells: 412
- Worst-path cell chain: and3b_1 > clkdlybuf4s50_1
- Cts repair resizes: 0
- Post-CTS Setup Bufs: 0
- Top cell type by total area after synthesis: dfrtp_1
- Largest net degree at the start of global routing: 43
- Synth warn: 2
- Hold Violations, Final: 0
- GRT Resource Usage Total: 0.176
- Log Warnings: 28
- Total Power: around 0.00092 W
- IO Count: around 43
- Cell count after synthesis: about 220
- Worst skew pair latency: roughly 0.29 ns
- Final Worst Setup Slack: around 1.4 ns
- Worst Path Arrival: around 1.4 ns
- Type of the worst setup path: flop to output pin
- Post-Route WL: between 4000 and 5000 µm
- Most instantiated logic cells after routing: 41 x dfrtp_1, 41 x clkdlybuf4s50_1, 33 x dfstp_2
- Reg clk slew, reported paths: roughly 0.08 ns
- Cts-stage hold buffer count: 0
- Logic area: just under 800 µm²
- Final setup vio count: 0
- Die W: 76.0 µm
- Max VDD drop: 0.314 mV
- Clock Skew: between 0.01 and 0.015 ns
- Input/output buffers: about 42
- Layout area overhead: 24.8%
- Utilization after layout: 0.657
- DRT antenna net count: 0
- CTS tree: done
- DPL Wire Length: about 3100 µm
- Slew margin rel.: 0.519
- Slowest library cell on the worst path: dfstp_2
- Layout cells sized above 1: 0.221
- Biggest area cells: dfrtp_1 37%, dfstp_2 32%, mux2_2 4.9%
- Worst min path class: primary input to asynchronous set/reset pin
- CP Capture Type: output pin
- DRC: 0
- Register pins left without a clock: 36
- Gpl congestion: approximately 0.8
- Leakage: about 1.4 nW
- Met3 routed WL: about 180 µm
- Max cap viols: 0
- Die H: approximately 76 µm
- Dominant flop cell: dfrtp_1
- Via density per instance: about 4.8
- Routed vias: roughly 1,700
- Yosys stat area: approximately 2700 µm²
- Period utilisation layout: 0.603
- Vias in the first global route: ~1,600
- Post-synth regs: about 74
- Register area: 1890 µm²
- H-tree Lvls: 2
- Post-synth top area share: 0.375
- Critical path launch point type: flop
- Measured slew at the worst slew-check pin: a little over 0.7 ns
- Crit-path max cell delay: ~0.5 ns
- Final instance area: around 3400 µm²
- Drt wl/cell: between 10 and 15 µm
- 1st-iter DRT viols: slightly above 70
- Met2 WL post-DR: ~1900 µm
- Post-synth EDFFs: 0
- Max Freq: 0.474 GHz
- Largest delay share family, worst path: flip-flops
- Yosys cell count: ~220
- Max FO, Critical Path: 5
- Place WS: approximately 1.7 ns
- WP data required: around 2.8 ns
- Met1 wire length: 2210 µm
- Syn avg cell area: roughly 13 µm²
power by group:
part | switching, W | leakage, nW | total [W] | internal (W)
registers | 0.00000256 | 0.859 | 0.000454 | 0.000451
clock network | 0.000152 | 0.0683 | 0.000437 | 0.000285
logic | 0.0000187 | 0.519 | 0.0000260 | 0.00000735
total | 0.000173 | 1.45 | 0.000917 | 0.000744
path summary, 6_finish.rpt:
path | start | end | cells after the start
min in group clk0 | KeyINT[5] | KeyINT[5] | 1
setup reg to reg | KeyToCol.cnt[19] | KeyToCol.sa_clk | 4
setup / recovery | KeyToCol.rowcnt1 | KeyboardINT | 2
hold reg to reg | KeyINT[5] | KeyINT[5] | 1
hold / removal | rst_n | KeyINT[7] | 1
max in group asynchronous | rst_n | KeyToCol.cnt[8] | 2
synth_stat cells (2+ instances only):
library cell / instances
nand3_1: 5
mux2_4: 4
dfstp_2: 33
nand3b_1: 3
nand2_1: 16
nand4_1: 3
a21oi_1: 14
xor2_1: 5
ha_1: 2
buf_6: 2
dfrtp_1: 41
a31oi_1: 7
nor2_1: 19
nor4_1: 2
nor3_1: 5
mux2_2: 12
inv_1: 21
o21ai_0: 12
area by class of cell:
type	instances	area share
sequential	74	0.554
multi-input combinational	130	0.230
timing repair buffer	43	0.127
tap	70	0.0256
inverter	21	0.0231
clock buffer	5	0.0201
clock inverter	3	0.0201
per-stage QoR:
stage,hold slack [ns],std cells
5_1_grt,0.505,346
6_report,0.458,346
2_1_floorplan,0.404,228
4_1_cts,0.482,346
3_5_place_dp,0.493,338
3_3_place_gp,0.489,338
cells by family after synthesis:
group | count (synthesis) | share of synthesized area
DFF | 74 | 0.691
muxes | 16 | 0.0713
xor gates and xnor gates | 6 | 0.0192
other | 1 | 0.00137
adders and majority gates | 2 | 0.00914
buffers and inverters | 24 | 0.0384
and+or+nand+nor | 57 | 0.0982
AOI/OAI and AO/OA | 36 | 0.0713
layer usage:
layer	global-route usage	up-vias
met2	0.253	43
li1	-	823
met3	0.0341	6
met5	0	-
met4	0.0135	0
met1	0.320	782
sequential cells by signal (all words and copies together), names as in the netlist:
register	count
KeyToCol.col1	4
KeyINT	16
KeyToCol.col_out	4
KeyToCol.hi	2
KeyToCol.cnt	20
KeyToCol.row	4
KeyToCol.rowcnt1	1
KeyToCol.sa_clk	1
KeyToCol.col2	4
KeyToCol.row_old	16
KeyToCol.rowcnt	2
Power is estimated from default activity; no workload was simulated.
