File: config.mk
export PLATFORM = sky130hd
export DESIGN_NAME = APBTube
export DESIGN_NICKNAME = APBTube
export VERILOG_FILES = /design/flow/design.v
export SDC_FILE = /design/flow/constraint.sdc
export NUM_CORES = 4
export LEC_CHECK = 1
export CORE_UTILIZATION = 30
File: constraint.sdc
current_design APBTube

set clk_period 3.6
set clk_io_pct 0.2

create_clock -name clk0 -period $clk_period [get_ports {clk}]

set non_clock_inputs [all_inputs -no_clocks]
set_input_delay [expr $clk_period * $clk_io_pct] -clock clk0 $non_clock_inputs
set_output_delay [expr $clk_period * $clk_io_pct] -clock clk0 [all_outputs]
File: design.v
module APBTube(input wire        clk,rst_n,
               inout wire[15:0]  PADDR,
               input wire        PWRITE,
               input wire        PSEL,
               input wire        PENABLE,
               input wire[31:0]  PWDATA,
               output wire[31:0] PRDATA,
               output wire[5:0]  DIG,
               output wire       A,B,C,D,E,F,G,DP);
    reg[31:0] TubeReg,TubeEnbReg;
    wire RegWriteEN,EnbRegWriteEN;
    always @(posedge clk or negedge rst_n) begin
        if(!rst_n)begin
            TubeReg <= 32'b0;
            TubeEnbReg <= 32'b0;
        end
        else begin
            if(RegWriteEN) TubeReg <= PWDATA;
            if(EnbRegWriteEN) TubeEnbReg <= PWDATA;
        end
    end
    assign RegWriteEN = PWRITE & PSEL & PENABLE & (!PADDR[2]);
    assign EnbRegWriteEN = PWRITE & PSEL & PENABLE & PADDR[2];
    wire div_clk;
    wire[4:0] num,num0,num1,num2,num3,num4,num5;
    wire[5:0] enb;
    ClkDiv ClkDiv(
        .clk      (clk),
        .rst_n    (rst_n),
        .div_clk  (div_clk)
    );
    DigSel DigSel(
        .clk      (div_clk),
        .rst_n    (rst_n),
        .num5     (num5),
        .num4     (num4),
        .num3     (num3),
        .num2     (num2),
        .num1     (num1),
        .num0     (num0),
        .enb      (enb),
        .DIG      (DIG),
        .num      (num)
    );
    SSeg SSeg(
        .num      (num),
        .A        (A),
        .B        (B),
        .C        (C),
        .D        (D),
        .E        (E),
        .F        (F),
        .G        (G),
        .DP       (DP)
    );
    assign {num5,num4,num3,num2,num1,num0} = TubeReg[29:0];
    assign enb = TubeEnbReg[5:0];
    assign PRDATA = PADDR[2]?TubeEnbReg:TubeReg;
endmodule
module ClkDiv(input wire clk,rst_n,
              output reg div_clk);
    parameter DIVCLK_CNTMAX = 249;
    reg[31:0] cnt = 0;
    always @(posedge clk or negedge rst_n)begin
        if(!rst_n)begin
            cnt <= 0;
            div_clk <=0;
        end
        else begin
            if(cnt >= DIVCLK_CNTMAX)begin
                cnt <= 0;
                div_clk <= ~div_clk;
            end
            else begin
                cnt <= cnt+1;
            end
        end
    end
endmodule
module DigSel(input wire clk,rst_n,
              input wire[4:0] num5,num4,num3,num2,num1,num0,
              input wire[5:0] enb,
              output reg[5:0] DIG,
              output reg[4:0] num);
    parameter DIG1 = 3'b000;
    parameter DIG2 = 3'b001;
    parameter DIG3 = 3'b010;
    parameter DIG4 = 3'b011;
    parameter DIG5 = 3'b100;
    parameter DIG6 = 3'b101;
    reg[2:0] curr_state,next_state;
    always @(*)begin
        case(curr_state)
            DIG1:begin
                    num = num5;
                    DIG = {~enb[5],5'b11111};
            end
            DIG2:begin
                    num = num4;
                    DIG = {1'b1,~enb[4],4'b1111};
            end
            DIG3:begin
                    num = num3;
                    DIG = {2'b11,~enb[3],3'b111};
            end
            DIG4:begin
                    num = num2;
                    DIG = {3'b111,~enb[2],2'b11};
            end
            DIG5:begin
                    num = num1;
                    DIG = {4'b1111,~enb[1],1'b1};
            end
            DIG6:begin
                    num = num0;
                    DIG = {5'b11111,~enb[0]};
            end
            default:begin
                     num = 5'b00000;
                     DIG = 6'b111111;
            end
        endcase
    end
    always @(posedge clk or negedge rst_n) begin
        if(!rst_n) curr_state <= DIG1;
        else curr_state <= next_state;
    end
    always @(*) begin
        case(curr_state)
        DIG1: next_state = DIG2;
        DIG2: next_state = DIG3;
        DIG3: next_state = DIG4;
        DIG4: next_state = DIG5;
        DIG5: next_state = DIG6;
        DIG6: next_state = DIG1;
        default: next_state = DIG1;
        endcase
    end
endmodule
module SSeg(input wire[4:0] num,
            output wire A,B,C,D,E,F,G,DP);
    reg[7:0] out;
    always @(*)begin
        case(num[3:0])
            4'b0000: out = 8'b1111_1100;
            4'b0001: out = 8'b0110_0000;
            4'b0010: out = 8'b1101_1010;
            4'b0011: out = 8'b1111_0010;
            4'b0100: out = 8'b0110_0110;
            4'b0101: out = 8'b1011_0110;
            4'b0110: out = 8'b1011_1110;
            4'b0111: out = 8'b1110_0000;
            4'b1000: out = 8'b1111_1110;
            4'b1001: out = 8'b1110_0110;
            4'b1010: out = 8'b1110_1110;
            4'b1011: out = 8'b0011_1110;
            4'b1100: out = 8'b0001_1010;
            4'b1101: out = 8'b0111_1010;
            4'b1110: out = 8'b1001_1110;
            4'b1111: out = 8'b1000_1110;
            default: out = 8'b0000_0000;
        endcase
    end
    assign {A,B,C,D,E,F,G} = out[7:1];
    assign DP = num[4];
endmodule
File: run.sh
#!/bin/bash
# OpenROAD 26Q1-2900-gdf79404cd8, Yosys 0.63+post, stock flow scripts
make -C /OpenROAD-flow-scripts/flow DESIGN_CONFIG=/design/flow/config.mk WORK_HOME=/design/flow/orfs finish
==> run summary <==
status -> aborted with a tool error
Last stage -> 5_1_grt
stop err -> [ERROR RSZ-0074] Failed to build tree from global routes for pin 'PADDR[2]' and net 'PADDR[2]' at grid (120750, 51750): found route to 35 pins, expected 34
top area contributor share -> 0.556
yosys stat chip area -> 0.00459 mm2
Top Ports -> 99
H-Tree Level Count -> 3
register pins left without a clock -> 6
#FFs+latches synth -> 103
Ys Warns -> 4
clock root buffer -> clkbuf_16
dpl cells -> 597
FP Util -> 0.312
endpoints left unconstrained -> 22
yosys cell count -> 325
HPWL after detailed placement -> 6780 um
hold_buf cts -> 0
pin count of the biggest net entering global routing -> 57
number of CTS-inserted buffers -> 9
Port-buffer cells -> 82
Clock Tree Buf Depth -> 2
Die Ht -> 126 um
ys async rst share -> 1.00
count leader, synth -> dfrtp_1
CTS-repair resized insts -> 0
Seq share, synth -> 0.562
Mapped Area -> 0.00459 mm2
placed cell areas -> 0.00562 mm2
worst slack at placement -> 0.550 ns
Placement Rows -> 44
Synth Instances -> 325
global placement routability congestion -> 0.802
leading area contributor after synthesis -> dfrtp_1
EDFF count, synth -> 0
Top FF cell, synth -> dfrtp_1
mean area per synthesized cell -> 14.1 um2
number of buffers added for setup after CTS -> 0
main area contributors -> dfrtp_1, mux2_2, ha_1
Commonest cells post-synth -> dfrtp_1, mux2_2, buf_2, a22oi_1
Die W -> 126 um
Cell Type Count -> 34
cells by family after synthesis:
group                      synth area share
buffers and inverters                0.0319
DFF                                   0.562
xor gates and xnor gates             0.0150
other                              0.000818
and+or+nand+nor                      0.0696
AOI/OAI and AO/OA                    0.0417
adders and majority gates            0.0273
muxes                                 0.252
